### design/flow/config.mk
export PLATFORM = sky130hd
export DESIGN_NAME = bcd8_increment
export DESIGN_NICKNAME = bcd8_increment
export VERILOG_FILES = /design/flow/design.v
export SDC_FILE = /design/flow/constraint.sdc
export NUM_CORES = 4
export LEC_CHECK = 1
export CORE_AREA = 10 10 70 70
export DIE_AREA = 0 0 80 80
### design/flow/constraint.sdc
current_design bcd8_increment

set clk_period 1.9
set clk_io_pct 0.2

create_clock -name clk0 -period $clk_period

set non_clock_inputs [all_inputs -no_clocks]
set_input_delay [expr $clk_period * $clk_io_pct] -clock clk0 $non_clock_inputs
set_output_delay [expr $clk_period * $clk_io_pct] -clock clk0 [all_outputs]
### design/flow/design.v
module bcd8_increment (
	input [7:0] din,
	output reg [7:0] dout
);
	always @* begin
		case (1'b1)
			din[7:0] == 8'h 99:
				dout = 0;
			din[3:0] == 4'h 9:
				dout = {din[7:4] + 4'd 1, 4'h 0};
			default:
				dout = {din[7:4], din[3:0] + 4'd 1};
		endcase
	end
endmodule
### design/flow/run.sh
#!/bin/bash
# OpenROAD 26Q1-2900-gdf79404cd8, Yosys 0.63+post, stock flow scripts
make -C /OpenROAD-flow-scripts/flow DESIGN_CONFIG=/design/flow/config.mk WORK_HOME=/design/flow/orfs finish
==> impl_metrics.json <==
{
  "status": "finished clean",
  "rsz0062_at_grt": "true",
  "clkbuf_count": 0,
  "warning_count": 36,
  "syn_area_per_cell_um2": 7.46,
  "vias": 301,
  "fp-row-count": 21,
  "mux_share_pct": 10.2,
  "viasPerCell": 2.98,
  "design.die.area_mm2": 0.00640,
  "worst_slack_ps": 1.98,
  "antenna_found_initial": 0,
  "layout_top_cell": "buf_4",
  "die_y_um": 80,
  "min_from": "din[0]",
  "yosysCellCount": 28,
  "switchingPower_uw": 33.7,
  "max_freq_mhz": 527,
  "yosysWarnings": 1,
  "avgRoutedWirePerCell_um": 8.10,
  "grt_pass1_wl_mm": 1.32,
  "ir_drop_uv": 18.6,
  "maxSlewHeadroom_pct": 81.8,
  "p_comb_share_pct": 100.0,
  "setup_viol": 0,
  "flops": 0,
  "drt-pass1-iter-count": 2,
  "synthesis.instances": 28,
  "worst_hold_path_type": "input port to output pin",
  "power.density_mw_per_mm2": 168,
  "drv_slew": 0,
  "sw_frac_of_total_pct": 36.2,
  "adder_share_pct": 24.0,
  "drive_gt1_share_pct": 54.5,
  "netlist_area_um2": 209,
  "grt-ovfl-total": 0,
  "num_antenna_cells": 0,
  "yosys_area_um2": 209,
  "area_leaders": "ha_1 24%, xnor2_1 8.4%, nand2_1 7.2%",
  "floorplan.core_util_pct": 6.12,
  "ant_nets": 0,
  "drv_cap": 0,
  "dp.cells": 96,
  "layout_top_cells": "9 x buf_4, 8 x dlygate4sd2_1, 4 x nand2_1, 4 x buf_6, 3 x buf_2",
  "pwr-share-seq_pct": 0,
  "finalCritPeriodShare_pct": 99.9,
  "clkPwrFrac_pct": 0,
  "hold_end": "dout[0]",
  "fin_setup_tns_ps": 0,
  "p_int_uw": 59.4,
  "crit_fanout": 3,
  "ys_sh_aoi_pct": 23.4,
  "regArea_um2": 0,
  "power.total_uw": 93.1,
  "yosysUniqueCellTypes": 17,
  "grtUsageTotal_pct": 2.38,
  "crit_path_end_kind": "output pin",
  "dpl.hpwl_um": 656,
  "worst_slew_pin_slew_ps": 271,
  "simple_gate_share_pct": 25.1,
  "min_period_ps": 1900,
  "die_w_um": 80,
  "grt_start_max_net_pins": 7,
  "area_delta_synth_final_pct": 165,
  "finalNonFillerCells": 101,
  "n_fill_cell": 383,
  "gp_congestion": 0.630,
  "path_class": "input port to output pin",
  "top_area_share_pct": 24.0,
  "grt_pass1_vias": 303,
  "critPathArrivalTime_ps": 1520,
  "finalWirelength_um": 818,
  "holdPathStages": 4,
  "initialDrtViolationCount": 1,
  "drcViolationCount": 0,
  "hold_buffers": 0,
  "hold_viol": 0,
  "cp.required_ps": 1520,
  "synth_seq_share_pct": 0,
  "synthXorXnorAreaFrac_pct": 8.38,
  "port_buffers": 16,
  "detailedPlace.worstSlack_ps": -666,
  "core_mm2": 0.00342,
  "io_pins": 16,
  "startpoint_type": "input port",
  "leakage_nw": 0.264,
  "netlist.top_cell.by_area": "ha_1",
  "topCombFamilyByArea": "simple AND/OR/NAND/NOR gates"
}
## synth_stat cells
cell / instances
mux2i_1: 1
o22ai_1: 1
nor2_1: 3
nand2_1: 4
ha_1: 4
mux2_2: 1
xnor2_1: 2
buf_6: 1
a21oi_1: 2
a21o_2: 1
o21ai_0: 1
a221o_1: 1
and4b_1: 1
and3b_1: 1
inv_1: 2
nor3b_1: 1
o21ai_2: 1
## critical path: stages
cell and delay [ps]:
buf_8 100, inv_4 50, ha_4 120, and3b_2 220, buf_6 110, buf_6 80
o21ai_2 40, a221o_1 300, buf_2 110
## how the worst max path moves through the flow
stage                  start       to  slack, ps
after CTS             din[1]  dout[7]         -4
after global routing  din[1]  dout[7]        -60
final                 din[1]  dout[7]          2
## cell families (layout without fill, tap and decap cells)
kind of cell | Yosys count | in the layout
buf+inv | 3 | 30
fa+ha+maj | 4 | 4
mux | 2 | 2
simple gates | 10 | 10
compound gates | 7 | 7
xor+xnor | 2 | 2
## power by group through the flow
stage     combinational, mW  clock [mW]  sequential [mW]
4_1_cts              0.0911           0                0
5_1_grt               0.104           0                0
6_report             0.0931           0                0
## layout make-up
| type | instances | area [um^2] | share of cell area [%] |
|---|---|---|---|
| inverters | 2 | 10.0 | 1.81 |
| repair buffers | 28 | 245 | 44.2 |
| multi-input cells | 25 | 241 | 43.6 |
| well taps | 46 | 57.6 | 10.4 |
## per-stage QoR
step	util (%)	hold slack, ps	instance area [um^2]
finish	16.2	1230	554
global placement	13.7	1770	468
global route	16.2	1270	554
CTS	15.6	1250	534
detailed placement	13.7	1770	468
floorplan	-	773	209
## routing by layer
metal | vias to the layer above | share of wire (%) | global-route usage [%]
li1 | 158 | - | -
met1 | 134 | 42 | 2.77
met2 | 9 | 47 | 4.49
met3 | 0 | 11 | 0.568
met4 | 0 | 0 | 0
met5 | - | 0 | 0
## timing repair
item | CTS | global route
pin swaps | 4 | 0
cloned | 0 | 0
gates resized | 46 | 6
setup endpoints to repair | 8 | 4
endpoints found under the hold margin | 0 | 0
setup buffers | 5 | 0
Power is estimated from default activity; no workload was simulated.
